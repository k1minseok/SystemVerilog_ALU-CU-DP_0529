==> ./constraint.sdc <==
current_design comparator

set clk_period 2.0
set clk_io_pct 0.2

create_clock -name clk0 -period $clk_period

set non_clock_inputs [all_inputs -no_clocks]
set_input_delay [expr $clk_period * $clk_io_pct] -clock clk0 $non_clock_inputs
set_output_delay [expr $clk_period * $clk_io_pct] -clock clk0 [all_outputs]
==> ./design.v <==
`timescale 1ns / 1ps
module DataPath (
    input        clk,
    input        reset,
    input [13:0] machineCode,
    output [7:0] outPort
);
    logic [7:0] w_RFSrcMuxOut, w_OpResult, w_rdata1, w_rdata2;
    mux_2x1 U_Mux_RFSrc (
        .sel(machineCode[13]),
        .a  (w_OpResult),
        .b  (8'b1),
        .y(w_RFSrcMuxOut)   
    );
    RegisterFile U_RF (
        .clk  (clk),
        .wr_en(machineCode[3]),
        .waddr(machineCode[6:4]),
        .wdata(w_RFSrcMuxOut),
        .raddr1(machineCode[12:10]),
        .raddr2(machineCode[9:7]),
        .rdata1(w_rdata1),
        .rdata2(w_rdata2)
    );
    ALU U_ALU (
        .a(w_rdata1),
        .b(w_rdata2),
        .ALUop(machineCode[2:1]),
        .y(w_OpResult)
    );
    register U_OutReg (
        .clk  (clk),
        .reset(reset),
        .load (machineCode[0]),
        .d    (w_rdata2),
        .q(outPort)
    );
endmodule
module RegisterFile (
    input       clk,
    input       wr_en,
    input [2:0] waddr,
    input [7:0] wdata,
    input [2:0] raddr1,   
    input [2:0] raddr2,
    output [7:0] rdata1,
    output [7:0] rdata2
);
    logic [7:0] regFile[0:7];   
    always_ff @(posedge clk) begin
        if (wr_en) regFile[waddr] <= wdata;
    end
    assign rdata1 = (raddr1 != 0) ? regFile[raddr1] : 0;
    assign rdata2 = (raddr2 != 0) ? regFile[raddr2] : 0;
endmodule
module mux_2x1 (
    input       sel,
    input [7:0] a,
    input [7:0] b,
    output logic [7:0] y   
);
    always_comb begin : mux_2x1   
        case (sel)
            1'b0: y = a;
            1'b1: y = b;
        endcase
    end
endmodule
module register (
    input       clk,
    input       reset,
    input       load,
    input [7:0] d,
    output logic [7:0] q
);
    always_ff @(posedge clk, posedge reset) begin : register   
        if (reset) begin
            q <= 0;
        end else begin
            if (load) q <= d;
        end
    end : register
endmodule
module comparator (
    input [7:0] a,
    input [7:0] b,
    output le
);
    assign le = (a <= b);
endmodule
module ALU (
    input [7:0] a,
    input [7:0] b,
    input [1:0] ALUop,
    output logic [7:0] y
);
    enum logic [1:0] {
        ADD = 2'b00,
        SUB = 2'b01,
        AND = 2'b10,
        OR  = 2'b11
    } alu_op_t;
    always_comb begin
        case (ALUop)
            ADD: y = a + b;
            SUB: y = a - b;
            OR: y = a | b;
            AND: y = a & b;
            default: y = 8'b0;
        endcase
    end
endmodule
==> ./config.mk <==
export PLATFORM = sky130hd
export DESIGN_NAME = comparator
export DESIGN_NICKNAME = comparator
export VERILOG_FILES = /design/flow/design.v
export SDC_FILE = /design/flow/constraint.sdc
export NUM_CORES = 4
export LEC_CHECK = 1
export CORE_AREA = 10 10 70 70
export DIE_AREA = 0 0 80 80
==> ./run.sh <==
#!/bin/bash
# OpenROAD 26Q1-2900-gdf79404cd8, Yosys 0.63+post, stock flow scripts
make -C /OpenROAD-flow-scripts/flow DESIGN_CONFIG=/design/flow/config.mk WORK_HOME=/design/flow/orfs finish
==> flow_metrics.tcl <==
# place-and-route summary
set metrics [dict create \
    outcome "finished clean" \
    pwr-share-comb_pct 100.0 \
    core.rowCount 21 \
    grt_max_degree 4 \
    yosys_area_um2 196 \
    path_class "in -> out" \
    hpwl_um 635 \
    cts_setup_buffers 0 \
    p_per_area_nw_per_um2 172 \
    final.fill_count 402 \
    seq_cells 0 \
    hold_viol 0 \
    regArea_um2 0 \
    startpoint_type "input pin" \
    drive_above_1_share_pct 44.4 \
    dr.first_iter.drc_count 3 \
    syn_inst 27 \
    period_minus_slack_ns 1.91 \
    slew_viol_final 0 \
    critPathMaxFanout 1 \
    period_used_pct 95.5 \
    intPower_w 0.0000516 \
    rsz0062_at_grt "no" \
    pin_count 17 \
    ys_seq_share_pct 0 \
    ir_worst_vdd_uv 60.0 \
    setup_slack_ns 0.0899 \
    viasPerCell 2.62 \
    comb_area_um2 260 \
    antenna_found_initial 0 \
    cp-end-kind "output port" \
    die_area_um2 6400 \
    worst_pin_slew_ns 0.219 \
    syn_area_um2 196 \
    finalSetupViolations 0 \
    yosys_warnings 0 \
    dpl_worst_slack_ns -0.556 \
    final_common_cell "dlygate4sd2_1" \
    grt_overflow 0 \
    clkPwrFrac_pct 0 \
    arrival_ns 1.51 \
    core_um2 3420 \
    synth_cell_type_count 9 \
    gr-usage-all-layers_pct 2.24 \
    portBuffers 17 \
    warnings 32 \
    fmax_mhz 524 \
    syn_area_per_cell_um2 7.28 \
    hp-class "in -> out" \
    grt_pass1_wl_mm 1.17 \
    switchingPower_w 0.0000358 \
    gp_congestion 0.675 \
    drc_errors 0 \
    ant_nets 0 \
    nClkBuffers 0 \
    dr_total_vias 238 \
    power_frac_seq_pct 0 \
    drv_cap 0 \
    fin_util_pct 14.9 \
    p_leak_nw 0.223 \
    lay_top_cells "13 x dlygate4sd2_1, 6 x inv_2, 6 x ha_4" \
    wire_per_inst_um 8.27 \
    slew_headroom_pct 85.2 \
    syn_to_final_growth_pct 159 \
    dieWidth_um 80 \
    power_switching_share_pct 41.0 \
    die_y_um 80 \
    ys_cells 27 \
    grt_pass1_vias 277 \
    diodes 0 \
    drt-total-wl_um 753 \
    worstPathRequired_ns 1.60 \
    dr.pass1.iters 4 \
    initCoreUtil_pct 5.75 \
]
-- power groups by stage --
stage         clock [W]  combinational (W)  sequential (W)
CTS                   0          0.0000839               0
finish                0          0.0000874               0
global route          0          0.0000977               0
-- routing by layer --
| layer | track usage (%) | up-vias | part of all wire [%] |
|---|---|---|---|
| met3 | 0.455 | 0 | 6.9 |
| met4 | 0 | 0 | 0 |
| met2 | 3.53 | 13 | 38 |
| li1 | - | 130 | - |
| met1 | 3.23 | 95 | 55 |
| met5 | 0 | - | 0 |
-- cell families (layout without fill, tap and decap cells) --
group / after synthesis / after routing / synth area share (%)
AOI/OAI and AO/OA: 7 / 7 / 22.3
adders and majority gates: 8 / 8 / 51.0
buffers and inverters: 8 / 26 / 15.3
and+or+nand+nor: 4 / 4 / 11.5
-- critical path, cell delays in order --
cell and delay [ns]:
clkdlybuf4s50_1 0.40, ha_2 0.17, nor2b_2 0.11, o211ai_2 0.09, a21oi_2 0.14, o22ai_2 0.07, buf_2 0.12
-- synth_stat cells (all sizes together) --
master	instances	area, um^2
a21oi	4	20.0
ha	8	100
inv	8	30.0
nand2	1	3.75
nand4	2	12.5
nor2b	1	6.26
o211ai	1	12.5
o21ai	1	5.00
o22ai	1	6.26
-- stage by stage --
step | cell area [um^2] | cells | TNS, ns | total power [W] | hold WS, ns
finish | 509 | 91 | 0 | 0.0000874 | 1.42
global route | 509 | 91 | 0 | 0.0000977 | 1.48
CTS | 494 | 91 | 0 | 0.0000839 | 1.46
detailed placement | 432 | 91 | -0.556 | 0.0000753 | 1.98
global placement | 432 | 91 | -0.551 | 0.0000739 | 1.96
floorplan | 196 | 27 | 0 | 0.0000292 | 1.06
-- final cells by class --
cell class / instances / area share (%)
inverter: 8 / 5.90
multi-input combinational: 19 / 51.1
tap: 46 / 11.3
timing repair buffer: 18 / 31.7
-- timing repair --
item / 4_1_cts / 5_1_grt
gates resized: 31 / 4
hold buffers: 0 / 0
pin swaps: 8 / 5
endpoints found under the setup margin: 1 / 1
-- worst paths after layout --
path / start / to / slack [ns] / depth (start not counted)
hold / removal: a[2] / le / 1.42 / 5
setup / recovery: b[0] / le / 0.09 / 7
No activity file was given, so power comes from the tool's default toggle rates.
