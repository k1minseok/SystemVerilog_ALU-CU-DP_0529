[./run.sh]
#!/bin/bash
# OpenROAD 26Q1-2900-gdf79404cd8, Yosys 0.63+post, stock flow scripts
make -C /OpenROAD-flow-scripts/flow DESIGN_CONFIG=/design/flow/config.mk WORK_HOME=/design/flow/orfs finish
[./constraint.sdc]
current_design DedicatedProcessor

set clk_period 6.9
set clk_io_pct 0.2

create_clock -name clk0 -period $clk_period [get_ports {clk}]

set non_clock_inputs [all_inputs -no_clocks]
set_input_delay [expr $clk_period * $clk_io_pct] -clock clk0 $non_clock_inputs
set_output_delay [expr $clk_period * $clk_io_pct] -clock clk0 [all_outputs]
[./design.v]
`timescale 1ns / 1ps
module ControlUnit (
    input       clk,
    input       reset,
    input [7:0] outPort,
    output [13:0] machineCode
);
    enum logic [3:0] {
        S0,
        S1,
        S2,
        S3,
        S4,
        S5,
        S6,
        S7,
        S8,
        S9,
        S10,
        S11
    }
        state, state_next;
    logic       RFSrcMuxSel;
    logic [2:0] raddr1;
    logic [2:0] raddr2;
    logic [2:0] waddr;
    logic       wr_en;
    logic [1:0] ALUop;
    logic       OutLoad;
    assign machineCode = {
        RFSrcMuxSel, raddr1, raddr2, waddr, wr_en, ALUop, OutLoad
    };
    always_ff @(posedge clk, posedge reset) begin
        if (reset) state <= S0;
        else state <= state_next;
    end
    always_comb begin
        state_next = state;
        case (state)
            S0: state_next = S1;
            S1: state_next = S2;
            S2: state_next = S3;
            S3: state_next = S4;
            S4: state_next = S5;
            S5: state_next = S6;
            S6: state_next = S7;
            S7: state_next = S8;
            S8: state_next = S9;
            S9: state_next = S10;
            S10: state_next = S10;
            default: state_next = state;
        endcase
    end
    always_comb begin
        RFSrcMuxSel = 1'b0;
        raddr1      = 3'd0;
        raddr2      = 3'd0;
        waddr       = 3'd0;
        wr_en       = 1'b0;
        ALUop       = 2'b00;
        OutLoad     = 1'b0;
        case (state)
            S0: begin   
                RFSrcMuxSel = 1'b0;
                raddr1      = 3'd0;
                raddr2      = 3'd0;
                waddr       = 3'd1;
                wr_en       = 1'b1;
                ALUop       = 2'b00;
                OutLoad     = 1'b0;
            end
            S1: begin   
                RFSrcMuxSel = 1'b0;
                raddr1      = 3'd0;
                raddr2      = 3'd0;
                waddr       = 3'd2;
                wr_en       = 1'b1;
                ALUop       = 2'b00;
                OutLoad     = 1'b0;
            end
            S2: begin   
                RFSrcMuxSel = 1'b1;
                raddr1      = 3'd0;
                raddr2      = 3'd0;
                waddr       = 3'd3;
                wr_en       = 1'b1;
                ALUop       = 2'b00;
                OutLoad     = 1'b0;
            end
            S3: begin   
                RFSrcMuxSel = 1'b0;
                raddr1      = 3'd1;
                raddr2      = 3'd3;
                waddr       = 3'd1;
                wr_en       = 1'b1;
                ALUop       = 2'b00;
                OutLoad     = 1'b0;
            end
            S4: begin   
                RFSrcMuxSel = 1'b0;
                raddr1      = 3'd2;
                raddr2      = 3'd3;
                waddr       = 3'd2;
                wr_en       = 1'b1;
                ALUop       = 2'b00;
                OutLoad     = 1'b0;
            end
            S5: begin   
                RFSrcMuxSel = 1'b0;
                raddr1      = 3'd1;
                raddr2      = 3'd2;
                waddr       = 3'd3;
                wr_en       = 1'b1;
                ALUop       = 2'b01;
                OutLoad     = 1'b0;
            end
            S6: begin   
                RFSrcMuxSel = 1'b0;
                raddr1      = 3'd1;
                raddr2      = 3'd3;
                waddr       = 3'd4;
                wr_en       = 1'b1;
                ALUop       = 2'b10;
                OutLoad     = 1'b0;
            end
            S7: begin   
                RFSrcMuxSel = 1'b0;
                raddr1      = 3'd2;
                raddr2      = 3'd3;
                waddr       = 3'd5;
                wr_en       = 1'b1;
                ALUop       = 2'b11;
                OutLoad     = 1'b0;
            end
            S8: begin   
                RFSrcMuxSel = 1'b0;
                raddr1      = 3'd1;
                raddr2      = 3'd2;
                waddr       = 3'd6;
                wr_en       = 1'b1;
                ALUop       = 2'b00;
                OutLoad     = 1'b0;
            end
            S9: begin   
                RFSrcMuxSel = 1'b0;
                raddr1      = 3'd2;
                raddr2      = 3'd6;
                waddr       = 3'd7;
                wr_en       = 1'b1;
                ALUop       = 2'b00;
                OutLoad     = 1'b0;
            end
            S10: begin   
                RFSrcMuxSel = 1'b0;
                raddr1      = 3'd7;
                raddr2      = 3'd7;
                waddr       = 3'd0;
                wr_en       = 1'b0;
                ALUop       = 2'b00;
                OutLoad     = 1'b1;
            end
            default: begin
                RFSrcMuxSel = 1'b0;
                raddr1      = 3'd0;
                raddr2      = 3'd0;
                waddr       = 3'd0;
                wr_en       = 1'b0;
                OutLoad     = 1'b0;
            end
        endcase
    end
endmodule
`timescale 1ns / 1ps
module DataPath (
    input        clk,
    input        reset,
    input [13:0] machineCode,
    output [7:0] outPort
);
    logic [7:0] w_RFSrcMuxOut, w_OpResult, w_rdata1, w_rdata2;
    mux_2x1 U_Mux_RFSrc (
        .sel(machineCode[13]),
        .a  (w_OpResult),
        .b  (8'b1),
        .y(w_RFSrcMuxOut)   
    );
    RegisterFile U_RF (
        .clk  (clk),
        .wr_en(machineCode[3]),
        .waddr(machineCode[6:4]),
        .wdata(w_RFSrcMuxOut),
        .raddr1(machineCode[12:10]),
        .raddr2(machineCode[9:7]),
        .rdata1(w_rdata1),
        .rdata2(w_rdata2)
    );
    ALU U_ALU (
        .a(w_rdata1),
        .b(w_rdata2),
        .ALUop(machineCode[2:1]),
        .y(w_OpResult)
    );
    register U_OutReg (
        .clk  (clk),
        .reset(reset),
        .load (machineCode[0]),
        .d    (w_rdata2),
        .q(outPort)
    );
endmodule
module RegisterFile (
    input       clk,
    input       wr_en,
    input [2:0] waddr,
    input [7:0] wdata,
    input [2:0] raddr1,   
    input [2:0] raddr2,
    output [7:0] rdata1,
    output [7:0] rdata2
);
    logic [7:0] regFile[0:7];   
    always_ff @(posedge clk) begin
        if (wr_en) regFile[waddr] <= wdata;
    end
    assign rdata1 = (raddr1 != 0) ? regFile[raddr1] : 0;
    assign rdata2 = (raddr2 != 0) ? regFile[raddr2] : 0;
endmodule
module mux_2x1 (
    input       sel,
    input [7:0] a,
    input [7:0] b,
    output logic [7:0] y   
);
    always_comb begin : mux_2x1   
        case (sel)
            1'b0: y = a;
            1'b1: y = b;
        endcase
    end
endmodule
module register (
    input       clk,
    input       reset,
    input       load,
    input [7:0] d,
    output logic [7:0] q
);
    always_ff @(posedge clk, posedge reset) begin : register   
        if (reset) begin
            q <= 0;
        end else begin
            if (load) q <= d;
        end
    end : register
endmodule
module comparator (
    input [7:0] a,
    input [7:0] b,
    output le
);
    assign le = (a <= b);
endmodule
module ALU (
    input [7:0] a,
    input [7:0] b,
    input [1:0] ALUop,
    output logic [7:0] y
);
    enum logic [1:0] {
        ADD = 2'b00,
        SUB = 2'b01,
        AND = 2'b10,
        OR  = 2'b11
    } alu_op_t;
    always_comb begin
        case (ALUop)
            ADD: y = a + b;
            SUB: y = a - b;
            OR: y = a | b;
            AND: y = a & b;
            default: y = 8'b0;
        endcase
    end
endmodule
`timescale 1ns / 1ps
module DedicatedProcessor (
    input clk,
    input reset,
    output [7:0] outPort
);
    logic [13:0] machineCode;
    ControlUnit U_ControlUnit (
        .*   
    );
    DataPath U_DataPath (.*);
endmodule
[./config.mk]
export PLATFORM = sky130hd
export DESIGN_NAME = DedicatedProcessor
export DESIGN_NICKNAME = DedicatedProcessor
export VERILOG_FILES = /design/flow/design.v
export SDC_FILE = /design/flow/constraint.sdc
export NUM_CORES = 4
export LEC_CHECK = 1
export CORE_UTILIZATION = 40
==> qor.csv <==
stage,metric,value,unit
global_routing,busiest_layer,met1,
final_timing,setup_tns,0,ns
clocking,cts.path.max_buffers,2,
final_timing,skew,0.01090,ns
global_routing,met2_usage,0.3321,
synth,synthArstFlopShare,0.1739,
floorplan,coreArea,10460,um^2
global_routing,antenna_found_initial,0,
synth,ys.flop_type,edfxtp_1,
power,pwr_density_cell,168.9,nW/um^2
clocking,postCtsHoldBufs,0,
final_timing,period_minus_slack,5.746,ns
setup_path,crit_chain,"inv_1, ha_1, and3b_1, nor3_2, nand2_1, o2111ai_1, ha_1, o21ai_0, o31a_1, ha_1, nor2b_1, o21ai_0, a21boi_0, o21ai_0, nor2b_1, xnor2_1, nor2_1, a211oi_1",
setup_path,cp.arrival,5.77,ns
layout,final_area,4820,um^2
final_timing,maxSlewViolCount,0,
hold_path,hold_start,U_DataPath.U_OutReg.q[3]$_DFFE_PP0P_,
floorplan,initial_core_util,0.4175,
floorplan,num_rows,37,
final_timing,finalWorstSetupSlack,1.154,ns
synth,ys_area,4368,um^2
drt,vias_per_cell,5.918,
clocking,path_clk_slew,0.08,ns
place,dp_hpwl,8342,um
synth,mux_share,0.02349,
drt,wl,11920,um
power,leakage,1.786,nW
synth,synthesis.area,4368,um^2
setup_path,setup.worst_path.start,U_ControlUnit.state[1]$_DFFE_PP0P_,
global_routing,grt_usage,0.2322,
floorplan,num_io_pins,10,
final_timing,period_used_share,0.8328,
floorplan,dieWidth,106.5,um
final_timing,worstMarginPinSlew,0.8989,ns
synth,synth_seq_share,0.4606,
setup_path,cp_max_fo,16,
clocking,cts_buffers,9,
clocking,insertion_delay,0.35,ns
synth,ys_sh_xor,0.02320,
power,vdd.ir_drop.worst,110.5,uV
run_status,status,completed,
layout,fin_util,0.4607,
job,max_cap_violations,0,
clocking,htreeDepth,3,
drt,ant_nets,0,
setup_path,startpoint_type,flip-flop,
setup_path,required,6.93,ns
global_routing,grt_remaining_overflow,0,
final_timing,hold_viol,0,
synth,yosysWarnings,5,
place,dpl_cell_area,4598,um^2
global_routing,grtUsageMet3,0.07880,
synth,ys_types,69,
power,total_power,0.8141,mW
place,io_buffers,9,
hold_path,hold_class,reg -> reg,
place,pre_cts_ws,1.218,ns
synth,syn_inst,450,
drt,num_vias,3545,
setup_path,worstSetupPathType,reg -> reg,
clocking,cts_setup_buffers,0,
drt,drc,0,
floorplan,die-height,106.5,um
synth,ys_sh_aoi,0.1925,
drt,drt-initial-drc-count,237,
setup_path,max_stage_delay,0.72,ns
setup_path,cp_slowest_cell,a211oi_1,
global_routing,grt_max_degree,38,
synth,ys_top_logic_family,simple AND/OR/NAND/NOR gates,
clocking,cts_tree,yes,
global_routing,gr-usage-met1,0.3618,
job,openroad.warnings,31,
layout,fill_cells,974,
global_routing,first_global_vias,3336,
clocking,clock-sinks,69,
setup_path,reg2reg_from,U_ControlUnit.state[1]$_DFFE_PP0P_,
synth,fa_ha_area_frac,0.05443,
floorplan,die_area,11340,um^2
synth,edf_count,57,
layout,area_delta_synth_final,10.34,%
drt,drtPass1Iterations,5,
place,gp_congestion,0.9528,
drt,drt-wirelength-per-cell,19.89,um
clocking,cts_resized,0,
final_timing,timing.fmax,0.1740,GHz
clocking,cts-root-buf,clkbuf_8,
global_routing,grt_pass1_wl,18690,um
final_timing,relSlewSlack,0.3971,
synth,avgSynthCellArea,9.707,um^2
setup_path,end_kind,flip-flop,
final_timing,rsz0062_at_grt,no,
final_timing,setup_violations,0,
layout,drive_above_1_share,0.1166,
synth,simple_gate_area_frac,0.1977,
synth,ys_cells,450,
drt,diodes,0,
synth,numSynthFlops,69,
## metrics by stage
stage | std cells | hold WS (ns)
6_report | 599 | 0.4814
5_1_grt | 599 | 0.5209
4_1_cts | 599 | 0.4879
3_5_place_dp | 583 | 0.4699
3_3_place_gp | 583 | 0.4623
2_1_floorplan | 450 | 0.4257
## metal layers
layer / part of all wire / vias to the layer above
met2: 0.43 / 167
met3: 0.10 / 26
met1: 0.44 / 1679
met4: 0.026 / 0
met5: 0 / -
li1: - / 1673
## cells by family (layout without fill, tap and decap cells)
group,count (synthesis),in the layout
AOI/OAI and AO/OA,127,127
xor gates and xnor gates,10,10
adders and majority gates,19,19
buffers and inverters,40,53
DFF,69,69
muxes,10,10
and+or+nand+nor,175,175
## registers in the layout, indices dropped and copies added (netlist names)
| register | flops |
|---|---|
| U_ControlUnit.state | 4 |
| U_DataPath.U_OutReg.q | 8 |
| U_DataPath.U_RF.regFile | 57 |
## cell usage after synthesis (3+ instances only)
| cell | instances | area, um^2 |
|---|---|---|
| nor4_1 | 5 | 31.28 |
| nor2b_1 | 5 | 31.28 |
| o31ai_1 | 4 | 30.03 |
| edfxtp_1 | 57 | 1712 |
| nand2_1 | 83 | 311.6 |
| a21oi_1 | 29 | 145.1 |
| o21ai_1 | 3 | 15.01 |
| nand3b_1 | 3 | 22.52 |
| nor2_1 | 32 | 120.1 |
| mux2i_1 | 8 | 80.08 |
| o21ai_2 | 3 | 26.28 |
| a31oi_1 | 6 | 37.54 |
| nand3_1 | 7 | 35.03 |
| buf_6 | 3 | 33.78 |
| o21a_1 | 4 | 30.03 |
| and3b_1 | 3 | 26.28 |
| nor3_1 | 7 | 35.03 |
| buf_4 | 7 | 52.55 |
| o2111ai_1 | 4 | 35.03 |
| dfrtp_1 | 12 | 300.3 |
| xnor2_1 | 4 | 35.03 |
| xor2_1 | 5 | 43.79 |
| and3_1 | 5 | 31.28 |
| inv_1 | 13 | 48.80 |
| buf_2 | 9 | 45.04 |
| o21ai_0 | 30 | 150.1 |
| maj3_1 | 3 | 30.03 |
| clkbuf_1 | 7 | 26.28 |
| ha_1 | 15 | 187.7 |
| a211oi_1 | 10 | 75.07 |
| nor4bb_1 | 5 | 50.05 |
| a221o_1 | 3 | 30.03 |
| o211ai_1 | 5 | 37.54 |
| a221oi_1 | 3 | 26.28 |
## path summary, 6_finish.rpt
path	to	slack, ns	cells after the start
worst max-delay path	U_DataPath.U_RF.regFile[4][5]$_DFFE_PP_	1.15	18
worst min-delay path	U_DataPath.U_OutReg.q[3]$_DFFE_PP0P_	0.48	2
worst max register to register	U_DataPath.U_RF.regFile[4][5]$_DFFE_PP_	1.15	18
worst min register to register	U_DataPath.U_OutReg.q[3]$_DFFE_PP0P_	0.48	2
max in group asynchronous	U_DataPath.U_OutReg.q[4]$_DFFE_PP0P_	5.26	2
min in group asynchronous	U_ControlUnit.state[3]$_DFFE_PP0P_	1.33	2
## placed cells by master, fill, tap and decap left out, types with 6 or more instances in the layout
cell,count
dfrtp_1,12
inv_1,13
nor3_1,7
mux2i_1,8
o21ai_0,30
nand3_1,7
clkdlybuf4s50_1,9
ha_1,15
nor2_1,32
buf_4,15
nand2_1,83
a31oi_1,6
clkbuf_8,9
edfxtp_1,57
a211oi_1,10
a21oi_1,29
## power breakdown
part / leakage (nW) / total, mW / switching, mW / internal, mW
clock: 0.107 / 0.368 / 0.161 / 0.207
sequential: 0.642 / 0.445 / 0 / 0.445
combinational: 1.04 / 0.00188 / 0.00135 / 0.000526
total: 1.79 / 0.814 / 0.162 / 0.652
## final cells by class
class	instances	area (um^2)	share of cell area
Clock buffer	10	127.6	0.02648
Clock inverter	6	93.84	0.01947
Inverter	13	48.80	0.01012
Multi-Input combinational cell	341	2165	0.4491
Sequential cell	69	2012	0.4174
Tap cell	136	170.2	0.03531
Timing Repair Buffer	24	202.7	0.04206
## worst max-delay path: cells and delay by family, from the launching register on
family,cells,cell delay [ns]
XOR/XNOR,1,0.13
AND-OR/OR-AND,7,1.88
flip-flops,1,0.62
buffers and inverters,1,0.17
AND/OR/NAND/NOR,6,1.39
adder cells (fa/ha/maj),3,1.23
Power is estimated from default activity; no workload was simulated.
